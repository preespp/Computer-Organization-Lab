$ cat /design/flow/design.v
`timescale 1ns / 1ps
module Four_bit_FA(c_out, sum, a, b, c_in);
    input [3:0] a;
    input [3:0] b;
    input c_in;
    output [3:0] sum;
    output c_out;
    wire c_out_1, c_out_2, c_out_3;
    FA_str      FA1     (c_out_1, sum[0], a[0], b[0], c_in);
    FA_str      FA2     (c_out_2, sum[1], a[1], b[1], c_out_1);
    FA_str      FA3     (c_out_3, sum[2], a[2], b[2], c_out_2);
    FA_str      FA4     (c_out, sum[3], a[3], b[3], c_out_3);
endmodule
`timescale 1ns / 1ps
module Sixty_Four_bit_CSA(
    input [63:0] a,
    input [63:0] b,
    input c_in,
    output [63:0] sum,
    output c_out
    );
    wire carryselect;
    wire cout0, cout1;   
    wire [31:0] sum0, sum1;  
    Thirtytwo_bit_RCA BigRCA1 (carryselect, sum[31:0], a[31:0], b[31:0], c_in);
    Thirtytwo_bit_RCA BigRCA2 (cout0, sum0, a[63:32], b[63:32], 0);
    Thirtytwo_bit_RCA BigRCA3 (cout1, sum1, a[63:32], b[63:32], 1);
    assign sum[63:32] = carryselect ? sum1 : sum0;
    assign c_out = carryselect ? cout1 : cout0;
endmodule
`timescale 1ns / 1ps
module Thirtytwo_bit_RCA(c_out, sum, a, b, c_in);
    input [31:0] a;
    input [31:0] b;
    input c_in;
    output [31:0] sum;
    output c_out;
    wire c_out_1, c_out_2, c_out_3, c_out_4, c_out_5, c_out_6, c_out_7;
    Four_bit_FA      RCA1     (c_out_1, sum[3:0], a[3:0], b[3:0], c_in);
    Four_bit_FA      RCA2     (c_out_2, sum[7:4], a[7:4], b[7:4], c_out_1);
    Four_bit_FA      RCA3     (c_out_3, sum[11:8], a[11:8], b[11:8], c_out_2);
    Four_bit_FA      RCA4     (c_out_4, sum[15:12], a[15:12], b[15:12], c_out_3);
    Four_bit_FA      RCA5     (c_out_5, sum[19:16], a[19:16], b[19:16], c_out_4);
    Four_bit_FA      RCA6     (c_out_6, sum[23:20], a[23:20], b[23:20], c_out_5);
    Four_bit_FA      RCA7     (c_out_7, sum[27:24], a[27:24], b[27:24], c_out_6);
    Four_bit_FA      RCA8     (c_out, sum[31:28], a[31:28], b[31:28], c_out_7);
endmodule
`timescale 1ns / 1ns
module FA_str(c_out, sum, a, b, c_in);
input		a, b, c_in;  
output	c_out, sum;  
wire		not_a, not_b, not_c;
wire		and1_out, and2_out, and3_out, and4_out;
wire		and5_out, and6_out, and7_out, and8_out;
wire        out_1, out_2,out_3,out_4,out_5,out_6;
not_s	   not1		(not_a, a);
not_s	   not2		(not_b, b);
not_s		not3    (not_c, c_in);
and_s       and_1       (out_1, not_b, not_c);
and_s		and1		(and1_out, a, out_1);
and_s       and_2       (out_2, b, not_c);
and_s		and2		(and2_out, not_a,out_2);
and_s       and_3       (out_3, not_b,c_in);
and_s		and3		(and3_out, not_a,out_3);
and_s       and_4       (out_4,a,b);
and_s		and4		(and4_out, c_in, out_4);
or_s        or11        (out_5, and1_out, and2_out);
or_s        or22        (out_6,and3_out,and4_out);
or			or1	       	(sum, out_5, out_6);
and_s			and5		(and5_out, a, b);
and_s			and6		(and6_out, b, c_in);
and_s			and7		(and7_out, a, c_in);
and_s			and8		(and8_out, out_4, c_in);
or_s            or33        (out_7,and5_out, and6_out);
or_s            or44        (out_8,and7_out, and8_out);
or_s			or2		    (c_out, out_7,out_8);
endmodule
`timescale 1ns / 1ps
module and_s(out,a,b);
input a,b;
output out;
wire out1, out2;
nand nand1 (out1,a,b);
nand nand2 (out2,a,b);
nand nand3 (out,out1,out2);
endmodule
module not_s(out,a);
input a;
output out;
nand nand1 (out,a,a);
endmodule
module or_s(out,a,b);
input a,b;
output out;
wire out1, out2;
nand nand1 (out1,a,a);
nand nand2 (out2,b,b);
nand nand3 (out,out1,out2);
endmodule
$ cat /design/flow/run.sh
#!/bin/bash
# OpenROAD 26Q1-2900-gdf79404cd8, Yosys 0.63+post, stock flow scripts
make -C /OpenROAD-flow-scripts/flow DESIGN_CONFIG=/design/flow/config.mk WORK_HOME=/design/flow/orfs finish
$ cat /design/flow/config.mk
export PLATFORM = sky130hd
export DESIGN_NAME = Sixty_Four_bit_CSA
export DESIGN_NICKNAME = Sixty_Four_bit_CSA
export VERILOG_FILES = /design/flow/design.v
export SDC_FILE = /design/flow/constraint.sdc
export NUM_CORES = 4
export LEC_CHECK = 1
export CORE_UTILIZATION = 30
$ cat /design/flow/constraint.sdc
current_design Sixty_Four_bit_CSA

set clk_period 16.3
set clk_io_pct 0.2

create_clock -name clk0 -period $clk_period

set non_clock_inputs [all_inputs -no_clocks]
set_input_delay [expr $clk_period * $clk_io_pct] -clock clk0 $non_clock_inputs
set_output_delay [expr $clk_period * $clk_io_pct] -clock clk0 [all_outputs]
==> impl_metrics.csv <==
group,metric,value,unit
run_status,outcome,"finished with violations",
run_status,violations,"negative setup slack",
global_routing,grt_pass1_vias,2330,
synthesis,synth.distinct_cells,16,
detailed_routing,drc,0,
synthesis,ys_area,2743,um2
cts,hold_buffers,0,
floorplanning,io_pins,194,
sta,period_needed,18.42,ns
sta,hold_viol,0,
synthesis,yosys_warnings,4,
cells_and_area,area_growth_syn_to_layout,81.57,%
synthesis,synth_cells,183,
setup_path,endpoint_kind,"output pin",
cells_and_area,drive_above_1_share,53.24,%
synthesis,synthAdderAreaFrac,68.80,%
floorplanning,rows,34,
detailed_routing,diodes,0,
sta,fmax,0.05430,GHz
cells_and_area,fillers,716,
global_routing,grt_max_degree,8,
place,gp_congestion,0.8213,
setup_path,critPathArrivalTime,15.16,ns
sta,worstMarginPinSlew,0.2277,ns
sta,drv_slew,0,
global_routing,antenna_found_initial,0,
synthesis,ys_seq_share,0,%
synthesis,topCombFamilyByArea,"adder cells",
synthesis,xor_area_share,1.141,%
sta,hold_ws,7.121,ns
global_routing,overflow,0,
sta,slew_headroom,84.77,%
worst_hold_path,holdCritPathClass,"in -> out",
cells_and_area,seq_cells,0,
detailed_routing,routedWlPerCell,14.52,um
setup_path,cp_slowest_stage_delay,0.37,ns
setup_path,worst-path-max-fanout,5,
setup_path,criticalPathCategory,"in -> out",
synthesis,yosys.area_share.aoi,0.6387,%
setup_path,cp_data_required_time,13.04,ns
place,place_hpwl,6137,um
synthesis,mux_share,16.06,%
cells_and_area,fin_util,56.55,%
cells_and_area,mi_logic_area,2631,um2
global_routing,grt_pass1_wl,11310,um
synthesis,avgSynthCellArea,14.99,um2
place,dp.cells,452,
sta,rsz0062_at_grt,"yes",
detailed_routing,routed_via_density,4.182,
cells_and_area,layout_top_cell,"clkdlybuf4s50_1",
floorplanning,chip_area,9529,um2
detailed_routing,ant_nets,0,
global_routing,grt_use_total,16.23,%
floorplanning,dieWidth,97.62,um
detailed_routing,wl,6940,um
synthesis,netlist_area,2743,um2
setup_path,crit_path_start_kind,"input port",
power_and_ir_drop,power,0.2025,mW
cells_and_area,num-clock-buffers,0,
detailed_routing,drtPass1Iterations,22,
power_and_ir_drop,vdd_ir_drop_max,0.00002306,V
floorplanning,core,8806,um2
synthesis,ys_cells,183,
sta,setup_slack,-2.117,ns
setup_path,crit_top_cell,"fa_2",
run,cap_viol_max_count,0,
floorplanning,dieHeight,97.62,um
place,port-buffer-count,194,
detailed_routing,first_iter_violations,33,
floorplanning,fp_util,31.15,%
sta,finalSetupViolations,38,
run,warnings,36,
cells_and_area,final_cells,478,
power_and_ir_drop,p_per_area,40.66,nW/um2
sta,final_min_period_over_clock_period,113.0,%
cells_and_area,regArea,0,um2
synthesis,yosys.area_share.simple,0.1369,%
setup_path,critPathSlowestCell,"fa_2",
power_and_ir_drop,power.leakage,1.960,nW
cells_and_area,final_cell_mix,"clkdlybuf4s50_1, fa_2, buf_2",
detailed_routing,vias,1999,
-- cell families (layout without fill, tap and decap cells) --
| group | after synthesis | after routing |
|---|---|---|
| compound gates | 3 | 3 |
| fa+ha+maj | 95 | 95 |
| mux | 31 | 31 |
| buf+inv | 51 | 238 |
| xor+xnor | 2 | 2 |
| simple gates | 1 | 1 |
-- metal layers --
layer / wire length [um] / GRT usage (%)
met4: 0 / 0
met5: 0 / 0
met2: 3606 / 27.44
met3: 939 / 6.369
met1: 2394 / 21.96
-- critical path: cells and delay by family --
family	cells	cell delay, ns
multiplexers	1	0.29
adder cells (fa/ha/maj)	32	10.70
buffers and inverters	10	0.88
-- area by class of cell --
type / count / area share, %
inverters: 15 / 1.482
repair buffers: 223 / 42.96
well taps: 108 / 2.714
multi-input cells: 132 / 52.84
-- cells in the mapped netlist, drive strengths merged --
cell,n,area share (%)
xnor3,1,0.82
mux2i,2,0.73
o21ai,2,0.36
inv,15,2.1
xnor2,1,0.32
ha,2,0.91
mux2,29,15
nand2,1,0.14
fa,93,68
buf,36,11
a21o,1,0.27
-- where the power goes --
part | internal [mW] | switching [mW] | total, mW
registers | 0 | 0 | 0
logic | 0.139 | 0.0632 | 0.202
clock network | 0 | 0 | 0
-- per-stage QoR --
stage          worst slack, ns  TNS [ns]  instance area [um2]
5_1_grt                 -2.409    -79.91                 4980
3_5_place_dp            -2.778    -99.56                 4777
4_1_cts                 -2.304    -74.74                 5052
3_3_place_gp            -2.809    -96.91                 4777
6_report                -2.117    -68.84                 4980
2_1_floorplan           -1.470    -50.18                 2972
-- repair_timing --
action                     in CTS  in global routing
resized                       177                 16
cloned                          3                  0
setup endpoints to repair      41                 40
pin swaps                       3                  2
setup buffers                  27                  2
-- path summary, 6_finish.rpt --
check / start / end / slack (ns) / cells past startpoint
max: a[0] / sum[56] / -2.12 / 43
min: b[33] / sum[33] / 7.12 / 4
No activity file was given, so power comes from the tool's default toggle rates.
