<file path="/design/flow/config.mk">
export PLATFORM = sky130hd
export DESIGN_NAME = Sixty_Four_bit_RCA
export DESIGN_NICKNAME = Sixty_Four_bit_RCA
export VERILOG_FILES = /design/flow/design.v
export SDC_FILE = /design/flow/constraint.sdc
export NUM_CORES = 4
export LEC_CHECK = 1
export CORE_UTILIZATION = 30
</file>
<file path="/design/flow/constraint.sdc">
current_design Sixty_Four_bit_RCA

set clk_period 22.9
set clk_io_pct 0.2

create_clock -name clk0 -period $clk_period

set non_clock_inputs [all_inputs -no_clocks]
set_input_delay [expr $clk_period * $clk_io_pct] -clock clk0 $non_clock_inputs
set_output_delay [expr $clk_period * $clk_io_pct] -clock clk0 [all_outputs]
</file>
<file path="/design/flow/design.v">
`timescale 1ns / 1ps
module Four_bit_FA(c_out, sum, a, b, c_in);
    input [3:0] a;
    input [3:0] b;
    input c_in;
    output [3:0] sum;
    output c_out;
    wire c_out_1, c_out_2, c_out_3;
    FA_str      FA1     (c_out_1, sum[0], a[0], b[0], c_in);
    FA_str      FA2     (c_out_2, sum[1], a[1], b[1], c_out_1);
    FA_str      FA3     (c_out_3, sum[2], a[2], b[2], c_out_2);
    FA_str      FA4     (c_out, sum[3], a[3], b[3], c_out_3);
endmodule
`timescale 1ns / 1ps
module Sixty_Four_bit_RCA(c_out, sum, a, b, c_in);
    input [63:0] a;
    input [63:0] b;
    input c_in;
    output [63:0] sum;
    output c_out;
    wire c_out_1;
    Thirtytwo_bit_RCA      BigRCA1     (c_out_1, sum[31:0], a[31:0], b[31:0], c_in);
    Thirtytwo_bit_RCA      BigRCA2     (c_out, sum[63:32], a[63:32], b[63:32], c_out_1);
endmodule
`timescale 1ns / 1ps
module Thirtytwo_bit_RCA(c_out, sum, a, b, c_in);
    input [31:0] a;
    input [31:0] b;
    input c_in;
    output [31:0] sum;
    output c_out;
    wire c_out_1, c_out_2, c_out_3, c_out_4, c_out_5, c_out_6, c_out_7;
    Four_bit_FA      RCA1     (c_out_1, sum[3:0], a[3:0], b[3:0], c_in);
    Four_bit_FA      RCA2     (c_out_2, sum[7:4], a[7:4], b[7:4], c_out_1);
    Four_bit_FA      RCA3     (c_out_3, sum[11:8], a[11:8], b[11:8], c_out_2);
    Four_bit_FA      RCA4     (c_out_4, sum[15:12], a[15:12], b[15:12], c_out_3);
    Four_bit_FA      RCA5     (c_out_5, sum[19:16], a[19:16], b[19:16], c_out_4);
    Four_bit_FA      RCA6     (c_out_6, sum[23:20], a[23:20], b[23:20], c_out_5);
    Four_bit_FA      RCA7     (c_out_7, sum[27:24], a[27:24], b[27:24], c_out_6);
    Four_bit_FA      RCA8     (c_out, sum[31:28], a[31:28], b[31:28], c_out_7);
endmodule
`timescale 1ns / 1ns
module FA_str(c_out, sum, a, b, c_in);
input		a, b, c_in;  
output	c_out, sum;  
wire		not_a, not_b, not_c;
wire		and1_out, and2_out, and3_out, and4_out;
wire		and5_out, and6_out, and7_out, and8_out;
wire        out_1, out_2,out_3,out_4,out_5,out_6;
not_s	   not1		(not_a, a);
not_s	   not2		(not_b, b);
not_s		not3    (not_c, c_in);
and_s       and_1       (out_1, not_b, not_c);
and_s		and1		(and1_out, a, out_1);
and_s       and_2       (out_2, b, not_c);
and_s		and2		(and2_out, not_a,out_2);
and_s       and_3       (out_3, not_b,c_in);
and_s		and3		(and3_out, not_a,out_3);
and_s       and_4       (out_4,a,b);
and_s		and4		(and4_out, c_in, out_4);
or_s        or11        (out_5, and1_out, and2_out);
or_s        or22        (out_6,and3_out,and4_out);
or			or1	       	(sum, out_5, out_6);
and_s			and5		(and5_out, a, b);
and_s			and6		(and6_out, b, c_in);
and_s			and7		(and7_out, a, c_in);
and_s			and8		(and8_out, out_4, c_in);
or_s            or33        (out_7,and5_out, and6_out);
or_s            or44        (out_8,and7_out, and8_out);
or_s			or2		    (c_out, out_7,out_8);
endmodule
`timescale 1ns / 1ps
module and_s(out,a,b);
input a,b;
output out;
wire out1, out2;
nand nand1 (out1,a,b);
nand nand2 (out2,a,b);
nand nand3 (out,out1,out2);
endmodule
module not_s(out,a);
input a;
output out;
nand nand1 (out,a,a);
endmodule
module or_s(out,a,b);
input a,b;
output out;
wire out1, out2;
nand nand1 (out1,a,a);
nand nand2 (out2,b,b);
nand nand3 (out,out1,out2);
endmodule
</file>
<file path="/design/flow/run.sh">
#!/bin/bash
# OpenROAD 26Q1-2900-gdf79404cd8, Yosys 0.63+post, stock flow scripts
make -C /OpenROAD-flow-scripts/flow DESIGN_CONFIG=/design/flow/config.mk WORK_HOME=/design/flow/orfs finish
</file>
==> reports/results.txt <==
Outcome: finished clean
Chip area: 0.0119 mm²
Worst path arrival time: 9.23 ns
Fmax: 72.4 MHz
Final Non-Filler Cells: 744
RSZ-0062 raised after global routing: no
Worst-margin pin slew: 0.714 ns
Yosys Chip Area: 0.00344 mm²
Syn Area/Cell: 7.15 µm²
Seq share, synth: 0%
Fillers: 1071
Hold Path Class: in -> out
Max incr delay on CP: 0.48 ns
Mapped cell area: 0.00344 mm²
Biggest area cells: xnor2_1 29%, buf_4 14%, maj3_1 8.7%, nor2_1 4.3%, nand2_1 4.1%
Clock buffers: 0
Dpl hpwl: 8160 µm
Comb pwr share: 100.0%
Area share, top type: 28.8%
Vias in the first global route: 3330
Drt pass-1 iters: 5
Gr usage total: 15.1%
Final Hold Viols: 0
Ratio of cells with drive above 1 in the final layout: 3.97%
Post-route ant nets: 0
Int Power: 0.0000983 W
Vias: 3630
IR drop worst, VDD: 0.0139 mV
DR iter-0 viols: 145
Initial antenna violation count: 0
# IOs: 194
Area delta synth->final: 46.9%
Antenna diodes: 0
Max Cap Viol: 0
WL final: 9210 µm
Initial Utilization: 31.3%
Synthesis Warnings: 2
Routability Congestion: 0.835
Flops: 0
WP data required: 18.32 ns
Die width: 109 µm
Min cycle time layout: 13.81 ns
Tool warnings: 32
Switching Fraction: 34.7%
Die height: 109 µm
Yosys stat cell total: 481
Placed Cells: 744
Largest net degree at the start of global routing: 14
Clock power share: 0%
IO buf count: 194
Distinct lib cells: 59
Core area: 0.0110 mm²
Critical path cell sequence: clkdlybuf4s50_1, inv_1, fa_1, nand2b_1, a211oi_1, o21ai_1, a21oi_2, a31o_2, o221ai_1, nand2_1, o221ai_1, a21boi_0, o211ai_1, a31oi_1, o32ai_1, a31oi_1, o21ai_0, xnor2_1, clkdlybuf4s50_1
Hold buffers post-CTS: 0
PwrDens: 29.8 mW/mm²
CP startpoint kind: input pin
Most numerous logic cell after layout: clkdlybuf4s50_1
Pleak: 1.67 nW
Final setup vio count: 0
Setup TNS: 0 ns
Number of remaining DRC errors: 0
Setup bufs post-CTS: 0
Reg power frac: 0%
Sequential cell area: 0 µm²
Sw power: 0.0000522 W
First-pass GRT wire length: 14700 µm
CP max-delay cell: clkdlybuf4s50_1
Slew headroom: 52.3%
WL per Instance: 12.4 µm
Worst Path Max Fanout: 5
CP Capture Type: output port
Cell type with the largest total area: xnor2_1
Vias/cell: 4.88
Final Cycle Share: 60.3%
Top cells excl fill/tap: 194 x clkdlybuf4s50_1, 113 x xnor2_1, 39 x nor2_1
Crit Path Class: in -> out
Post-Syn Instances: 481
Cell Rows: 38
Final core occ: 46.0%
Final slew viol count: 0
Post-CTS sizing: 0
Total gr overflow: 0
==> routing by layer <==
layer / up-vias / GRT usage, % / wire, µm
li1: 1913 / - / -
met1: 1590 / 19.5 / 4100
met2: 123 / 26.3 / 4140
met3: 4 / 3.90 / 936
met4: 0 / 0.579 / 39
met5: - / 0 / 0
==> cell type report <==
class | instances | area [µm²] | share of cell area (%)
inverters | 8 | 30.0 | 0.595
well taps | 140 | 175 | 3.47
multi-input cells | 402 | 2900 | 57.5
repair buffers | 194 | 1940 | 38.5
==> synth_stat cells, types with 5 or more instances <==
cell type	number
o22ai_1	12
maj3_1	30
buf_4	64
a22oi_1	9
nor2_1	39
a21oi_1	15
o21ai_0	13
and2_1	8
xor2_1	11
and3_1	8
maj3_2	8
a211oi_1	5
a31oi_1	7
nand2_1	38
nor3_1	10
or2_2	5
inv_1	7
xnor2_1	113
o211ai_1	7
clkbuf_1	6
or3_1	5
==> path summary, 6_finish.rpt <==
kind,to,slack [ns],depth (start not counted),start
max,sum[62],9.09,19,a[0]
min,c_out,10.15,4,b[63]
==> critical path: cells and delay by family <==
family                   cells  cell delay (ns)
AND-OR/OR-AND               12             2.70
XOR/XNOR                     1             0.17
adder cells (fa/ha/maj)      1             0.46
buffers and inverters        3             1.01
AND/OR/NAND/NOR              2             0.31
==> cells by family (layout without fill, tap and decap cells) <==
family | after synthesis | in the layout | synth area share (%)
AOI/OAI and AO/OA | 108 | 108 | 22.6
buffers and inverters | 79 | 202 | 15.6
xor gates and xnor gates | 124 | 124 | 31.6
adders and majority gates | 39 | 39 | 11.9
and+or+nand+nor | 131 | 131 | 18.3
==> per-stage QoR <==
step,power (W),cell area [µm²],hold WS (ns),setup WS (ns)
floorplan,0.0000944,3440,9.25,10.20
CTS,0.000153,5050,10.16,9.00
finish,0.000150,5050,10.15,9.09
global route,0.000166,5050,10.19,8.46
global placement,0.000151,5050,10.16,9.07
detailed placement,0.000151,5050,10.16,9.03
==> power groups by stage <==
stage | clock [W] | sequential [W] | combinational [W]
after CTS | 0 | 0 | 0.000153
after global routing | 0 | 0 | 0.000166
final | 0 | 0 | 0.000150
Power and IR drop assume default switching activity.
